==> design/flow/design.v <==
module crc_16_bit_gen (
		input wire clk,
		input wire n_rst,
		input wire clear,
		input wire serial_in,
		input wire shift_en,
		output reg [15:0] crc
                     );
reg [15:0] Q, next_Q;
reg test;
always_ff @ (posedge clk, negedge n_rst) begin
  if (n_rst == 1'b0) begin
    Q <= 16'hffff;
  end else begin
    Q <= next_Q;
  end
end
always_comb begin
  next_Q = Q;
  test = Q[15] ^ serial_in;
  if (clear == 1'b1) begin
    next_Q = 16'hffff;
  end else if (shift_en == 1'b1) begin
    next_Q = Q << 1;
    if (test == 1'b1) begin
      next_Q = next_Q ^ 16'h8005;
    end else begin
    end
  end
  crc = ~Q;
end
endmodule
==> design/flow/run.sh <==
#!/bin/bash
# OpenROAD 26Q1-2900-gdf79404cd8, Yosys 0.63+post, stock flow scripts
make -C /OpenROAD-flow-scripts/flow DESIGN_CONFIG=/design/flow/config.mk WORK_HOME=/design/flow/orfs finish
==> design/flow/config.mk <==
export PLATFORM = sky130hd
export DESIGN_NAME = crc_16_bit_gen
export DESIGN_NICKNAME = crc_16_bit_gen
export VERILOG_FILES = /design/flow/design.v
export SDC_FILE = /design/flow/constraint.sdc
export NUM_CORES = 4
export LEC_CHECK = 1
export CORE_AREA = 10 10 93 93
export DIE_AREA = 0 0 103 103
export SYNTH_HDL_FRONTEND = slang
==> design/flow/constraint.sdc <==
current_design crc_16_bit_gen

set clk_period 2.0
set clk_io_pct 0.2

create_clock -name clk0 -period $clk_period [get_ports {clk}]

set non_clock_inputs [all_inputs -no_clocks]
set_input_delay [expr $clk_period * $clk_io_pct] -clock clk0 $non_clock_inputs
set_output_delay [expr $clk_period * $clk_io_pct] -clock clk0 [all_outputs]
==> results_slide.txt <==
Synthesis and Place & Route Summary

Run status
  – Outcome: completed

Floorplanning
  – Die W: 103 µm
  – IO Pins: 21
  – Die ar.: 10,600 µm²
  – Core ar.: 6760 µm²
  – Starting Density: 10.6%
  – DIE HEIGHT: 103 µm
  – Rows: 30

Yosys
  – Yosys cell types: 15
  – Post-synth EDFFs: 0
  – Ys flop type: dfstp_2
  – Post-synth seq share: 58.7%
  – Top area cell types: dfstp_2 (59%), o211ai_1 (15%), inv_1 (8.9%), nand2_1 (6.8%), xnor2_1 (2.4%)
  – Cell type with the largest total area: dfstp_2
  – Mean Syn Cell Area: 9.80 µm²
  – Yosys chip area: 716 µm²
  – Seq cells post-synth: 16
  – Yosys Instances: 73
  – Synth cell count leaders: inv_1 (17), dfstp_2 (16), o211ai_1 (14)
  – Max-area cell share: 58.7%
  – Most frequent cell after synthesis: inv_1
  – Gate Count Post-Synth: 73
  – Synth warn: 0
  – Cell Area, Synth: 716 µm²
  – Asr flop ratio synth: 100%

Route
  – Drt drc: 0
  – Via count: 562
  – Ant. Diodes: 0
  – First-iteration detailed-routing DRC count: 35
  – Drt wl/cell: 10.9 µm
  – DRT Pass-1 Iters: 4
  – Drt total wl: 1.91 mm
  – Via density: 3.19
  – ANT nets after route: 0

Power
  – Seq pwr share: 47.7%
  – Internal Power: 0.606 mW
  – P_sw: 0.180 mW
  – Leak Pwr: 0.505 nW
  – Clock Power Share: 36.4%
  – Switching Share: 22.9%
  – Pwr dens: 729 nW/µm²
  – Max VDD drop: 0.262 mV
  – Total power: 0.786 mW
  – Comb power frac: 15.9%

Critical path
  – CP top delay family: flip-flops
  – CP Capture Type: output pin
  – Worst flop-to-flop path startpoint: Q[15]
  – WS Path Type: reg -> out
  – Reg2Reg Depth: 3
  – Critical path's slowest cell: dfstp_2
  – Crit-path max cell delay: 0.56 ns
  – Crit path max fanout: 4
  – Arrival time at the worst endpoint: 1.27 ns
  – Crit path launch type: flip-flop
  – WP buf/inv: 2
  – CP required: 1.60 ns
  – R2R Setup Slk: 0.84 ns
  – CP Cell Sequence: inv_1 -> clkdlybuf4s50_1
  – Critical R2R Capture: Q[2]

Hold path
  – Hold Path Cell Cnt: 2
  – HP Start: Q[3]
  – Hold Path Class: reg -> reg
  – Worst hold path endpoint: Q[4]

Cells and area
  – Biggest regs: Q (16)
  – Max FFs per register: 16
  – Layout cell share with drive strength beyond 1: 24.0%
  – Register area: 420 µm²
  – Number of fillers in the final layout: 766
  – Layout overhead on the synthesized area: 50.5%
  – Logic area: 215 µm²
  – Largest Register: Q
  – Fin area: 1080 µm²

Global routing
  – Vias in the first global route: 596
  – Largest net degree at the start of global routing: 17
  – Tot GR Track Use: 3.68%
  – First-pass GRT wire length: 3.14 mm
  – Total global routing overflow: 0
  – Initial antenna violation count: 0

Final timing
  – Worst Tran Pin Value: 0.496 ns
  – Final hold violations: 0
  – Setup violations, final: 0
  – Setup TNS: 0 ns
  – Fmax: 599 MHz
  – Final Max Slew Viols: 0
  – Max transition margin: 66.9%
  – Final period util: 83.5%
  – RSZ-0062 raised after global routing: no
  – Final Critical Period: 1.67 ns
  – Clock skew: 0.00464 ns

Clock tree
  – CTS root buf: clkbuf_8
  – Clock sinks: 16
  – Post-CTS sizing: 0
  – Skew-Pair Late Insertion Delay: 0.25 ns
  – Clock slew at reported path FFs: 0.07 ns
  – CTS tree: built
  – H-tree levels: 1
  – Post-CTS Hold Buffers: 0
  – Clk buf depth: 2
  – Setup bufs post-CTS: 0
  – CTS Buf Count: 3

Job
  – OpenROAD warning count: 25
  – # Max-Cap Violations: 0

Place
  – Port bufs: 20
  – Placer Congestion: 0.747
  – Hpwl dp: 1.42 mm
  – Area post-placement: 1020 µm²
[how the worst max path moves through the flow]
stage,start,end,slack [ns],cells after the start
after CTS,Q[15],crc[15],0.30,2
after global routing,Q[15],crc[15],0.26,2
final,Q[15],crc[15],0.33,2
[cells in the final DEF (no fill, tap or decap)]
cell and n:
a211o_1 1, a21oi_1 1, and3_1 1, buf_4 3, clkbuf_8 4, clkdlybuf4s50_1 20
dfstp_2 16, inv_1 17, nand2_1 13, nand2b_1 1, nor2_1 1, o211ai_1 14
o21ai_1 1, xnor2_1 2, xor2_1 1
[area by class of cell]
class                   count  share of cell area [%]
clock buffers               4                    5.11
repair buffers             23                    20.7
well taps                  80                    9.29
multi-input cells          36                    20.0
inverters                  17                    5.92
flip-flops and latches     16                    39.0
[per-layer routing]
metal  vias up  wire length, µm  GRT usage [%]
met5         -                0              0
met4         0               13          0.642
met3         2              103           1.15
met2        12              840           5.17
met1       268              953           5.44
li1        280                -              -
[worst reg2reg max path: stages (launching register included)]
cell	delay (ns)
dfstp_2	0.56
xnor2_1	0.16
xnor2_1	0.09
a211o_1	0.29
[through the flow]
step	hold slack, ns	worst slack (ns)	cells	utilization, %
after floorplan	0.252	0.897	73	-
after global placement	0.483	0.466	172	15.1
after detailed placement	0.495	0.464	172	15.1
after CTS	0.505	0.298	176	15.9
after global routing	0.523	0.264	176	15.9
final	0.496	0.329	176	15.9
[cells by family after synthesis]
family | synth area share [%]
XOR/XNOR | 3.67
AND-OR/OR-AND | 17.3
buffers and inverters | 11.2
flip-flops | 58.7
AND/OR/NAND/NOR | 9.09
[power by group through the flow]
stage	Combinational [mW]	Sequential (mW)	Clock (mW)
after CTS	0.130	0.375	0.289
after global routing	0.143	0.378	0.300
final	0.125	0.375	0.286
Power figures rest on the tool's default switching activity, not on a simulated workload.
