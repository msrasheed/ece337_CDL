<file path="flow/config.mk">
export PLATFORM = sky130hd
export DESIGN_NAME = ahb_lite_slave
export DESIGN_NICKNAME = ahb_lite_slave
export VERILOG_FILES = /design/flow/design.v
export SDC_FILE = /design/flow/constraint.sdc
export NUM_CORES = 4
export LEC_CHECK = 1
export CORE_UTILIZATION = 30
export SYNTH_HDL_FRONTEND = slang
</file>
<file path="flow/constraint.sdc">
current_design ahb_lite_slave

set clk_period 4.5
set clk_io_pct 0.2

create_clock -name clk0 -period $clk_period [get_ports {clk}]

set non_clock_inputs [all_inputs -no_clocks]
set_input_delay [expr $clk_period * $clk_io_pct] -clock clk0 $non_clock_inputs
set_output_delay [expr $clk_period * $clk_io_pct] -clock clk0 [all_outputs]
</file>
<file path="flow/design.v">
module ahb_lite_slave(input wire clk, input wire n_rst, input wire [1:0] coefficient_num, input wire err, input wire modwait, output reg [15:0] fir_coefficient, input wire [3:0] haddr, input wire [1:0] htrans, input wire hwrite, input wire [15:0] hwdata,
                      output reg [15:0] hrdata, output reg hresp, input wire [15:0] fir_out, input wire hsel, input wire hsize, output reg data_ready, output reg new_coefficient_set, output reg [15:0] sample_data);
typedef enum bit {IDLE = 1'b0, TR= 1'b1} STATE;
typedef enum bit [1:0] {ZERO = 2'b00, ASSERT = 2'b01, STALL = 2'b10} DATA_STATE;
DATA_STATE PSt;
DATA_STATE NSt; 
STATE PS;
STATE NS;
reg [15:0] sr;                
reg [15:0] res;               
reg [15:0] nsr;               
reg [15:0] f0;               
reg [15:0] f1;               
reg [15:0] f2;               
reg [15:0] f3;               
reg [7:0] ncset;             
reg [15:0] next_sr;                
reg [15:0] next_res;               
reg [15:0] next_nsr;               
reg [15:0] next_f0;               
reg [15:0] next_f1;               
reg [15:0] next_f2;               
reg [15:0] next_f3;               
reg [7:0]  next_ncset;             
reg next_new_coefficient_set;
reg next_data_ready;
reg [3:0] haddr_reg;
reg hsize_reg;
reg hwrite_reg;
reg hsel_reg;
reg htrans_reg;
always_comb NEXT_STATE_LOGIC:
begin
NS = PS;
case(PS)
IDLE: if (hsel == 1'b1 && htrans == 2'b10) 
      NS = TR;
      else
      NS = IDLE;
TR: if (hsel == 1'b0 || htrans == 2'b00)
       NS = IDLE;
    else
    NS = TR;
endcase
end
always_ff @(posedge clk, negedge n_rst) begin
if (n_rst == 1'b0) begin
	PS <= IDLE;
	sr <=  '0;
	res <= '0;
        nsr <= '0;
        f0 <= '0;
	f1 <= '0;
        f2 <= '0;
        f3 <= '0;
        ncset <= '0;
        data_ready <= '0;
	PSt <= ZERO;
        haddr_reg <= '0;
        hsize_reg <= '0;
        hwrite_reg <= '0;
        htrans_reg <= '0;
        hsel_reg <= '0;
end
else begin
	PS <= NS;
	sr <= next_sr;
	res <= next_res;
        nsr <= next_nsr;
        f0 <= next_f0;
	f1 <= next_f1;
        f2 <= next_f2;
        f3 <= next_f3;
        ncset <= next_ncset;
        data_ready <= next_data_ready;
	haddr_reg <= haddr;
        hsize_reg <= hsize;
	PSt <= NSt;
        hwrite_reg <= hwrite;
        htrans_reg <= htrans;
        hsel_reg <= hsel;
end
end
always_comb OUTPUT_LOGIC:
begin
next_nsr = nsr;
next_f0 = f0;
next_f1 = f1;
next_f2 = f2;
next_f3 = f3;
next_ncset = ncset;
hresp = hresp;
next_new_coefficient_set = new_coefficient_set;
next_res = res;
hrdata = '0;
hresp = '0;
next_sr = {8'd0,err,6'd0,(ncset[0]|modwait)};
case({haddr_reg, hsize_reg})
5'b00000: if (PS == TR & hwrite_reg == 1'b1)
      	  hresp = 1'b1;
      	  else if (PS == TR & hwrite_reg == 1'b0)
          hrdata = {8'b0,sr[7:0]};
5'b00001: if (PS == TR & hwrite_reg == 1'b1)
          hresp = 1'b1;
          else if (PS == TR & hwrite_reg == 1'b0)
          hrdata = sr;
5'b00010: if (PS == TR & hwrite_reg == 1'b1)
      	  hresp = 1'b1;
          else if (PS == TR & hwrite_reg == 1'b0)
          hrdata = {sr[15:8], 8'b0};
5'b00011: if (PS == TR & hwrite_reg == 1'b1)
          hresp = 1'b1;
      else if (PS == TR & hwrite_reg == 1'b0)
      hrdata = sr;
5'b00100: if (PS == TR & hwrite_reg == 1'b1)
      hresp = 1'b1;
      else if (PS == TR & hwrite_reg == 1'b0)
      hrdata = {8'b0,fir_out[7:0]};
5'b00101: if (PS == TR & hwrite_reg == 1'b1)
      hresp = 1'b1;
      else if (PS == TR & hwrite_reg == 1'b0)
      hrdata = fir_out;
5'b00110: if (PS == TR & hwrite_reg == 1'b1)
      hresp = 1'b1;
      else if (PS == TR & hwrite_reg == 1'b0)
      hrdata = {fir_out[15:8], 8'b0};
5'b00111: if (PS == TR & hwrite_reg == 1'b1)
      hresp = 1'b1;
      else if (PS == TR & hwrite_reg == 1'b0)
      hrdata = fir_out;
5'b01000: if (PS == TR & hwrite_reg == 1'b1)
       next_nsr = {nsr[15:8], hwdata[7:0]};
      else if (PS == TR & hwrite_reg == 1'b0)
      hrdata = {8'b0,nsr[7:0]};
5'b01001: if (PS == TR & hwrite_reg == 1'b1)
       next_nsr = hwdata;
      else if (PS == TR & hwrite_reg == 1'b0)
       hrdata = nsr;
5'b01000: if (PS == TR & hwrite_reg == 1'b1)
       next_nsr = {hwdata[15:8], nsr[7:0]};
      else if (PS == TR & hwrite_reg == 1'b0)
       hrdata = {nsr[15:8], 8'b0};
5'b01001: if (PS == TR & hwrite_reg == 1'b1)
       next_nsr = hwdata;
      else if (PS == TR & hwrite_reg == 1'b0)
       hrdata = nsr;
5'b01100: if (PS == TR & hwrite_reg == 1'b1)
       next_f0 = {f0[15:8],hwdata[7:0]};
      else if (PS == TR & hwrite_reg == 1'b0)
       hrdata = {8'b0,f0[7:0]};
5'b01101: if (PS == TR & hwrite_reg == 1'b1)
       next_f0 = hwdata;
      else if (PS == TR & hwrite_reg == 1'b0)
      hrdata = f0;
5'b01110: if (PS == TR & hwrite_reg == 1'b1)
       next_f0 = {hwdata[15:8], f0[7:0]};
      else if (PS == TR & hwrite_reg == 1'b0)
      hrdata = {f0[15:8], 8'b0};
5'b01111: if (PS == TR & hwrite_reg == 1'b1)
       next_f0 = hwdata;
      else if (PS == TR & hwrite_reg == 1'b0)
      hrdata = f0;
5'b10000: if (PS == TR & hwrite_reg == 1'b1)
       next_f1 = {f1[15:8], hwdata[7:0]};
      else if (PS == TR & hwrite_reg == 1'b0)
      hrdata = {8'b0,f1[7:0]};
5'b01101: if (PS == TR & hwrite_reg == 1'b1)
       next_f1 = hwdata;
      else if (PS == TR & hwrite_reg == 1'b0)
      hrdata = next_f1;
5'b10010: if (PS == TR & hwrite_reg == 1'b1)
       next_f0 = {hwdata[15:8], f1[7:0]};
      else if (PS == TR & hwrite_reg == 1'b0)
      hrdata = {f1[15:8], 8'b0};
5'b10011: if (PS == TR & hwrite_reg == 1'b1)
       next_f1 = hwdata;
      else if (PS == TR & hwrite_reg == 1'b0)
      hrdata = f1;
5'b10100: if (PS == TR & hwrite_reg == 1'b1)
       next_f2 = {f2[15:8], hwdata[7:0]};
      else if (PS == TR & hwrite_reg == 1'b0)
      hrdata = {8'b0,f2[7:0]};
5'b10101: if (PS == TR & hwrite_reg == 1'b1)
       next_f2 = hwdata;
      else if (PS == TR & hwrite_reg == 1'b0)
      hrdata = f2;
5'b10110: if (PS == TR & hwrite_reg == 1'b1)
       next_f0 = {hwdata[15:8], f2[7:0]};
      else if (PS == TR & hwrite_reg == 1'b0)
      hrdata = {f2[15:8], 8'b0};
5'b10111: if (PS == TR & hwrite_reg == 1'b1)
       next_f2 = hwdata;
      else if (PS == TR & hwrite_reg == 1'b0)
      hrdata = f2;
5'b11000: if (PS == TR & hwrite_reg == 1'b1)
       next_f3 = {f3[15:8], hwdata[7:0]};
      else if (PS == TR & hwrite_reg == 1'b0)
      hrdata = {8'b0,f3[7:0]};
5'b11001: if (PS == TR & hwrite_reg == 1'b1)
       next_f3 = hwdata;
      else if (PS == TR & hwrite_reg == 1'b0)
      hrdata = f3;
5'b11010: if (PS == TR & hwrite_reg == 1'b1)
       next_f3 = {hwdata[15:8], f3[7:0]};
      else if (PS == TR & hwrite_reg == 1'b0)
      hrdata = {f3[15:8], 8'b0};
5'b11011: if (PS == TR & hwrite_reg == 1'b1)
       next_f3 = hwdata;
      else if (PS == TR & hwrite_reg == 1'b0)
      hrdata = f3;
5'b11100:  if(coefficient_num == 2'd3)
           next_ncset = '0;      
	   else if (PS == TR & hwrite_reg == 1'b1)
           next_ncset = hwdata[7:0];
           else if (PS == TR & hwrite_reg == 1'b0)
           hrdata = {8'b0, ncset};
5'b11101: if(coefficient_num == 2'd3)
           next_ncset = '0;      
      	   else if (PS == TR & hwrite_reg == 1'b1)
      	   next_ncset = hwdata[7:0];
      	   else if (PS == TR & hwrite_reg == 1'b0)
      	   hrdata = {8'b0, ncset};
5'b11110: hresp = 1'b1;
5'b11111: hresp = 1'b1;
endcase
end
always_comb FIR_COEFF:
begin
fir_coefficient = '0;
if (coefficient_num == 2'd0)
fir_coefficient = f0;
else if (coefficient_num == 2'd1)
fir_coefficient = f1;
else if (coefficient_num == 2'd2)
fir_coefficient = f2;
else if(coefficient_num == 2'd3)
fir_coefficient = f3;
end
always_comb DATA_READY_STATE:
begin
NSt = PSt;
case(PSt)
ZERO:   if ((haddr_reg == 4'd4) | (haddr_reg == 4'd5) && hwrite_reg == 1'b1)
	NSt = ASSERT;
	else
	NSt = ZERO;
ASSERT: NSt = STALL;
STALL: NSt = ZERO;
endcase
end
always_comb DATA_READY:
begin
next_data_ready = data_ready;
case(NSt)
	ZERO: next_data_ready = 1'b0;
	ASSERT: next_data_ready = 1'b1;
	STALL: next_data_ready = 1'b1;
endcase
end
assign new_coefficient_set = ncset[0];
assign sample_data = nsr;
endmodule
</file>
<file path="flow/run.sh">
#!/bin/bash
# OpenROAD 26Q1-2900-gdf79404cd8, Yosys 0.63+post, stock flow scripts
make -C /OpenROAD-flow-scripts/flow DESIGN_CONFIG=/design/flow/config.mk WORK_HOME=/design/flow/orfs finish
</file>
==> notes.md <==
flow finished, numbers: ys cells between 400 and 500, synth top area cells dfrtp_1, mux2_2, mux4_2, mux2i_1, a22oi_1, Worst setup SP type flop, Tcrit/Tclk final 92.5%, number of buffers added on ports 97, Setup Viol. Count Final 0, Tmin final ~4.2 ns, DR DRC count 0, ys flops 101, Ant. Diodes 0, final core utilization 39.4%, Worst-Skew Late Latency 0.36 ns, largest area contributor in the netlist dfrtp_1, Worst setup EP type output port, Slew @ Worst Pin 0.922 ns, hold_buf cts 0, relative slew slack between 30% and 40%, VDD IR max approximately 0.2 mV, Clock Tree Root clkbuf_16, worst r2r src haddr_reg[1], CP Class reg -> out, Max Slew Vio Count 0, P_leak around 2.8 nW, share of cells above drive strength 1 between 20 and 30%, FFs w/ async S/R, synth 100%, Layout area overhead 28.6%, Hold Crit Depth 0, status finished, final reports clean, Hold EP PSt[1], Antenna Nets Post-Route 0, Top cell excl fill/tap dfrtp_1, CTS buffer count 9, Clock Skew 0.00632 ns, Hold Crit Class reg -> reg, PwrDens 347 nW/um^2, max_cap viols 0, chip area 18200 um^2, drt first pass iters 6, synthesized instance count ~430, CTS Buffer Depth 2, TNS Setup 0 ns, final WL 15.6 mm, drt initial violations 298, Worst Path Arrival 3.26 ns, tool warnings 25, CTS resizes 0, Area leader share around 47%, Sink Count 101, vias in the first global route 4186, Synth Seq Share a little under half, first-pass GRT wire length 24.1 mm, achievable clock frequency 240 MHz, Core Region ~17000 um^2, GRT Overall Usage ~18%, Req. time, crit path ~3.6 ns, Netlist cell types 44, Die W 135 um, Std-Cell Rows 48, Dominant Register Cell dfrtp_1, commonest cells after routing, fill and taps aside dfrtp_1, clkdlybuf4s50_1, mux2_2, nand2_1, worst r2r path cells 5, initial antenna violation count 0, final hold violation count 0, IO Pins 98, via count 4057, CTS tree yes, yosys warning tally 0, RSZ-0062 raised after global routing no, GRT overflow 0, RD Place Congestion 0.834, wire length per cell 20.6 um, YS chip area 5300 um^2, Pre-Place Util 30.7%, # Post-CTS Setup Buffers 0, H-tree depth 3, mapped cell area 5300 um^2, count of library flops with an enable pin 0, Clock Pin Slew Worst Setup and Hold Paths roughly 0.070 ns, Hold Path Origin PSt[2], Crit Path Max Fanout 19, largest net degree at the start of global routing around 58, r2r setup slk 1.83 ns, RR Endpoint ncset[7], Die Y-Extent 135 um, Synth Area per Inst 12.3 um^2, vias per cell 5.37, Post-DP HPWL approximately 11 mm
## layer usage
metal | wire (um) | track usage, %
met4 | 392 | 4.24
met5 | 0 | 0
met2 | 7170 | 26.4
met1 | 6740 | 26.0
met3 | 1250 | 7.47
## per-stage QoR
stage	setup slack (ns)	cell area, um^2	cells	power, mW	hold slack, ns
floorplan	1.65	5300	432	1.34	0.360
global placement	0.702	6510	740	1.57	0.367
detailed placement	0.704	6510	740	1.58	0.373
CTS	0.369	6820	756	2.38	0.389
global route	0.155	6820	756	2.47	0.408
finish	0.336	6820	756	2.36	0.386
## worst max path at each step
stage                start        end  slack (ns)  cells after the start
CTS           haddr_reg[1]  hrdata[0]        0.37                      6
global route  haddr_reg[1]  hrdata[0]        0.15                      6
finish        haddr_reg[1]  hrdata[0]        0.34                      6
## power by group
group	internal, mW	switching, mW
logic	0.279	0.152
clock network	0.450	0.351
registers	1.02	0.107
## synthesized netlist by cell type, types with 2 or more instances
library cell	instances
a31oi_1	16
a21oi_1	13
nor2_1	16
nand2_2	2
a22o_1	9
clkbuf_1	6
buf_4	6
a221oi_1	3
nor3_2	3
mux2_2	73
a22oi_1	23
o21ai_0	10
a21oi_2	2
dfrtp_1	100
nand2b_1	3
nor2b_1	5
nor4b_1	2
nor3_1	7
mux2i_1	23
a2bb2oi_1	8
mux4_2	16
and3b_1	2
nand4b_1	2
a21o_1	3
nand2_1	31
and2_1	12
and3_1	4
nand3_1	3
buf_2	14
## area by class of cell
type | instances | area (um^2)
Fill cell | 1642 | 10500
Clock buffer | 10 | 239
Timing Repair Buffer | 110 | 1070
Clock inverter | 6 | 71.3
Tap cell | 225 | 282
Sequential cell | 101 | 2530
Multi-Input combinational cell | 304 | 2630
## critical path, stage by stage (launching register included)
cell	delay, ns
dfrtp_1	0.89
buf_4	0.33
nand4b_1	0.15
a21oi_2	0.51
a22oi_1	0.19
a31oi_1	0.31
clkdlybuf4s50_1	0.52
## logic make-up (layout without fill, tap and decap cells)
kind of cell    after synthesis  count (layout)  share of synthesized area (%)
simple gates                101             101                           10.9
compound gates               90              90                           11.8
flops                       101             101                           47.7
buf+inv                      27             126                           2.81
fa+ha+maj                     1               1                          0.236
mux                         112             112                           26.6
No activity file was given, so power comes from the tool's default toggle rates.
